[flow/config.mk]
export PLATFORM = sky130hd
export DESIGN_NAME = program_counter
export DESIGN_NICKNAME = program_counter
export VERILOG_FILES = /design/flow/design.v
export SDC_FILE = /design/flow/constraint.sdc
export NUM_CORES = 4
export LEC_CHECK = 1
export CORE_AREA = 10 10 71 71
export DIE_AREA = 0 0 81 81
[flow/constraint.sdc]
current_design program_counter

set clk_period 1.0
set clk_io_pct 0.2

create_clock -name clk0 -period $clk_period [get_ports {clock}]

set non_clock_inputs [all_inputs -no_clocks]
set_input_delay [expr $clk_period * $clk_io_pct] -clock clk0 $non_clock_inputs
set_output_delay [expr $clk_period * $clk_io_pct] -clock clk0 [all_outputs]
[flow/design.v]
module program_counter(clock, stallf, next_count, cur_count);
input [15:0] next_count;
input stallf;
input clock;
output reg [31:0] cur_count;
reg [15:0] current;
always @(posedge clock)
begin
    if(stallf==1)
        cur_count <= next_count;
end
initial
begin
    cur_count <= 16'h0000;
end
endmodule
[flow/run.sh]
#!/bin/bash
# OpenROAD 26Q1-2900-gdf79404cd8, Yosys 0.63+post, stock flow scripts
make -C /OpenROAD-flow-scripts/flow DESIGN_CONFIG=/design/flow/config.mk WORK_HOME=/design/flow/orfs finish
==> Slide: Implementation Results <==
Run Summary

Drt
  • Vias: approximately 330
  • Drt drc: 0
  • Pre-Repair DR Iteration Count: 2
  • DRT iter0 DRCs: 10
  • Final WL: 1450 µm
  • # diodes: 0
  • WL per Instance: between 10 and 15 µm
  • Post-route ant nets: 0
  • Via/cell ratio: 2.85

Worst setup path
  • Crit path from: cur_count[13]
  • Buf/Inv on CP: 1
  • Critical Path Fanout Max: 1
  • Critical Path Sink Type: output port
  • Crit path DAT: ~760 ps
  • Crit path cell chain: clkdlybuf4s15_1
  • Crit start category: flip-flop
  • Max incr delay on CP: 350 ps
  • Slowest stage cell, crit path: edfxtp_1
  • Req. time, crit path: 800 ps
  • Setup CP Type: flip-flop to output port
  • Crit path max-delay family: flip-flops
  • Crit path to: cur_count[13]
  • Critical path depth in cells: 1

Yosys
  • Synth Seq Share: 0.795
  • Synthesized instance count: 33
  • Yosys warnings: 1
  • Yosys cell count: 33
  • Xor+xnor area frac: 0
  • Syn Area/Cell: approximately 18 µm²
  • Leading post-synthesis cells by cell area: edfxtp_1 80%, buf_4 20%, conb_1 0.62%
  • EDFF count, synth: 16
  • Max-area cell share: 0.795
  • Yosys adder share: 0
  • Yosys chip area: 604 µm²
  • Synthesized registers: 16
  • Top cell types by occurrence after synthesis: 16 x buf_4, 16 x edfxtp_1, 1 x conb_1
  • Main logic family after synthesis: buffers and inverters
  • Mux share: 0
  • Yosys cell types: 3
  • Aoi share: 0
  • Async S/R FF share, synth: 0
  • Post-Syn Area: 604 µm²
  • Yosys simple share: 0
  • Synth Flop Type: edfxtp_1
  • Synth area leader: edfxtp_1

Global route
  • Total GRT Usage: 0.0427
  • Vias in the first global route: 399
  • Initial antenna violation count: 0
  • Largest net degree at the start of global routing: 17
  • First-pass GRT wire length: 2010 µm
  • Global route overflow: 0

Floorplan
  • Ports: about 50
  • Die height: about 81 µm
  • Die width: 81 µm
  • Core area: 0.00363 mm²
  • Chip Area: 0.00656 mm²
  • FP Core Util: 0.166
  • # rows: 22

Power and ir drop
  • Cell Pwr Density: 1510 mW/mm²
  • Worst vdd ir: 0.772 mV
  • Comb pwr share: 0.096
  • Switching power: 0.226 mW
  • Clk pwr share: 0.321
  • Total internal power: 1.16 mW
  • Switching fraction of total power: 0.163
  • P_leak: between 0.3 and 0.4 nW
  • Seq pwr share: 0.583

Clocking
  • Hold buffers post-CTS: 0
  • Sink Count: 16
  • CTS clk-pin slew, worst paths: 50 ps
  • Longest Clk Path Bufs: 2
  • CTS Buf Count: 3
  • Post-CTS Setup Bufs: 0
  • CTS root buf: clkbuf_8
  • H-tree depth: 1
  • Number of gates resized after CTS: 39
  • CTS tree: built

Layout
  • Final core utilization: 0.252
  • Layout Cells excl Fill: roughly 120
  • Area grow syn2layout: 51.8%
  • Largest register FFs: 16
  • Logic area: around 60 µm²
  • FF+latch area: 480 µm²
  • Fillcell total: 401
  • Layout cells sized above 1: 0.275
  • Top reg by flops: cur_count
  • Top Registers: cur_count x16

Timing
  • Max Slew Vio Count: 0
  • Total negative slack: 0 ps
  • Final Hold Slack: 513 ps
  • Period utilization: 0.959
  • Fin crit period: 959 ps
  • Peak Freq: approximately 1.0 GHz
  • Endpoints failing setup: 0
  • Final Hold Violating Endpoints: 0
  • Unrepaired setup endpoints after global routing: no

Job
  • MaxCap Viol Count: 0
  • Log Warnings: 26

Run status
  • Status: finished clean

Placed design
  • IO Port Bufs: 33
  • Routability cong.: 0.672
  • Placed Instances: approximately 110

Hold path
  • Hold Path Stages: 1
  • Worst Hold Class: input pin to flip-flop
[area by class of cell]
type	instances	area share
Clock buffer	3	0.0450
Multi-Input combinational cell	16	0.0655
Sequential cell	16	0.524
Tap cell	48	0.0655
Timing Repair Buffer	34	0.300
[logic make-up (layout without fill, tap and decap cells)]
group | Yosys count | in the layout
buffers and inverters | 16 | 37
flip-flops | 16 | 16
other | 1 | 16
[power groups by stage]
stage	combinational (mW)	sequential [mW]	clock, mW
finish	0.134	0.808	0.445
global route	0.151	0.814	0.499
CTS	0.156	0.809	0.461
[cell usage in the layout, fill, tap and decap left out]
| cell type | Yosys | routed |
|---|---|---|
| clkdlybuf4s50_1 | 0 | 17 |
| buf_12 | 0 | 1 |
| edfxtp_1 | 16 | 16 |
| clkbuf_8 | 0 | 3 |
| conb_1 | 1 | 16 |
| clkbuf_2 | 0 | 9 |
| clkdlybuf4s15_1 | 0 | 1 |
| buf_2 | 0 | 6 |
[worst min path at each step]
stage,startpoint,end,slack (ps)
4_1_cts,next_count[11],cur_count[11],510
5_1_grt,next_count[11],cur_count[11],500
6_report,next_count[11],cur_count[11],510
[metal layers]
metal,up-vias,GRT usage,part of all wire
li1,155,-,-
met1,149,0.0392,0.35
met2,29,0.0764,0.52
met3,0,0.0323,0.13
met4,0,0.00346,0
met5,-,0,0
[through the flow]
| step | instance area, µm² | worst slack (ps) | power, mW |
|---|---|---|---|
| global placement | 951 | -161 | 1.01 |
| floorplan | 661 | 501 | 0.855 |
| finish | 917 | 40.6 | 1.39 |
| detailed placement | 951 | -168 | 1.01 |
| global route | 917 | 3.98 | 1.46 |
| CTS | 962 | -10.0 | 1.43 |
No activity file was given, so power comes from the tool's default toggle rates.
