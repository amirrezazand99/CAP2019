==> config.mk <==
export PLATFORM = sky130hd
export DESIGN_NAME = branch_adder
export DESIGN_NICKNAME = branch_adder
export VERILOG_FILES = /design/flow/design.v
export SDC_FILE = /design/flow/constraint.sdc
export NUM_CORES = 4
export LEC_CHECK = 1
export CORE_AREA = 10 10 70 70
export DIE_AREA = 0 0 80 80
==> constraint.sdc <==
current_design branch_adder

set clk_period 7.3
set clk_io_pct 0.2

create_clock -name clk0 -period $clk_period

set non_clock_inputs [all_inputs -no_clocks]
set_input_delay [expr $clk_period * $clk_io_pct] -clock clk0 $non_clock_inputs
set_output_delay [expr $clk_period * $clk_io_pct] -clock clk0 [all_outputs]
==> design.v <==
module branch_adder(branch_immediate, pc_plus_two, jump_address);
	input wire [15:0] branch_immediate;
	input wire [15:0] pc_plus_two;
	output wire [31:0] jump_address;
	wire [15:0] branch_offset;
	assign branch_offset = branch_immediate << 1;  
	assign jump_address = pc_plus_two + branch_offset;
endmodule
==> run.sh <==
#!/bin/bash
# OpenROAD 26Q1-2900-gdf79404cd8, Yosys 0.63+post, stock flow scripts
make -C /OpenROAD-flow-scripts/flow DESIGN_CONFIG=/design/flow/config.mk WORK_HOME=/design/flow/orfs finish
==> results_dict.tcl <==
# collected from the flow reports
set metrics [dict create \
    design.core.area_um2 3420 \
    worst_pin_slew_ns 0.470 \
    nFillCells 348 \
    clock_power_share_pct 0 \
    io_buffer_count 46 \
    rsz0062_at_grt "no" \
    clkbuf_count 0 \
    startpoint_type "input port" \
    maxSlewHeadroom_pct 67.8 \
    worst-path-max-fanout 3 \
    fmax_ghz 0.178 \
    crit_buf_inv 2 \
    ctsResizeCount 0 \
    drt-initial-drc-count 52 \
    pre_cts_slack_ns 1.66 \
    min_from "pc_plus_two[0]" \
    synth_stat.cells 113 \
    synth_cell_types 38 \
    syn2layout_area_growth_pct 50.4 \
    grt.busiest_layer "met2" \
    p_int_mw 0.0700 \
    grt_pass1_vias 895 \
    grt_util_met3_pct 1.82 \
    gp_congestion 0.803 \
    fp_util_pct 25.5 \
    ff_count 0 \
    fa_ha_area_share_pct 23.8 \
    synthMuxAreaShare_pct 0 \
    io_pins 64 \
    grt_pass1_wl_um 3940 \
    viasPerCell 4.50 \
    postRouteAntennaNets 0 \
    synth.cellmix.xorXnorShare_pct 10.0 \
    aoi_share_pct 30.0 \
    leakagePower_nw 0.556 \
    drcViolationCount 0 \
    yosysWarnings 0 \
    slowest_stage "clkdlybuf4s50_1" \
    status "finished clean" \
    crit_family "AND-OR/OR-AND gates" \
    ys_sh_simple_pct 19.4 \
    syn_avg_cell_area_um2 7.72 \
    holdCritPathClass "input port to output port" \
    antenna_found_initial 0 \
    yosysChipArea_um2 872 \
    postCtsSetupRepairBufs 0 \
    fin_crit_sh_pct 76.9 \
    track_usage_pct 6.99 \
    wl_per_cell_um 12.0 \
    seq_power_share_pct 0 \
    whs_path_depth 0 \
    rows 21 \
    die_h_um 80 \
    layout_top_cell "clkdlybuf4s50_1" \
    topCombFamilyByArea "AND-OR/OR-AND gates" \
    warning_count 33 \
    yosysSeqAreaShare_pct 0 \
    firstDrtPassIters 4 \
    hold_path_end "jump_address[0]" \
    gr-usage-met1_pct 9.74 \
    postCtsHoldBufs 0 \
    overflow 0 \
    die_x_um 80 \
    setup_viol 0 \
    diodes 0 \
    synth.cell_area_um2 872 \
    fin_crit_ns 5.61 \
    path_cells "clkdlybuf4s50_1 > ha_1 > fa_1 > a211oi_1 > o21ai_0 > a31oi_1 > o21ai_0 > xor2_1 > clkdlybuf4s50_1" \
    num_vias 908 \
    path_class "input port to output port" \
    drive_gt1_share_pct 6.41 \
    tns_ns 0 \
    max_stage_delay_ns 0.49 \
    maxCapViolCount 0 \
    grt_max_degree 8 \
    cp-end-kind "output port" \
    die-area_um2 6400 \
    flop_area_um2 0 \
    setup_ws_ns 1.69 \
    crit_required_ns 5.84 \
    dp_hpwl_um 2200 \
    p_per_area_nw_per_um2 84.0 \
    grt_use_met2_pct 11.2 \
    power.switching_mw 0.0402 \
    ir_worst_vdd_mv 0.0318 \
    hold_viol 0 \
    routed_wl_um 2430 \
    worst_ep_arrival_time_ns 4.15 \
    layout_top_cells "clkdlybuf4s50_1, ha_1, conb_1" \
    p_sw_share_pct 36.5 \
    slew_violations 0 \
    comb_power_share_pct 100.0 \
    synth_cells 113 \
]
## synthesized netlist by cell type (all sizes together)
master,number,area (µm²)
buf,17,131
nor3,3,15.0
xor2,5,43.8
nor2,2,7.51
nand3,5,25.0
ha,15,188
and3,1,6.26
fa,1,20.0
or4,2,15.0
conb,1,3.75
nand2,3,11.3
a21oi,12,60.1
xnor2,5,43.8
or2,1,6.26
o311ai,1,16.3
and4,3,30.0
o21bai,3,26.3
a211oi,2,20.0
o211ai,3,22.5
o21ai,9,45.0
nor2b,1,6.26
a21o,5,41.3
inv,3,11.3
or3,1,6.26
nor3b,1,7.51
a2111oi,2,23.8
nand4,1,6.26
nand2b,3,18.8
or2b,1,7.51
a31oi,1,6.26
## power groups by stage
| stage | registers [mW] | clock network, mW | logic [mW] |
|---|---|---|---|
| CTS | 0 | 0 | 0.113 |
| global route | 0 | 0 | 0.124 |
| finish | 0 | 0 | 0.110 |
## metal layers
metal	part of all wire, %	wire length [µm]
met5	0	0
met1	47	1150
met4	0	0
met3	9.1	221
met2	44	1060
## cell type report
class | count | area [µm²] | area share [%]
inverters | 3 | 11.3 | 0.859
multi-input cells | 107 | 782 | 59.6
well taps | 46 | 57.6 | 4.39
repair buffers | 46 | 460 | 35.1
## cells by family after synthesis
kind of cell,count (synthesis)
adders and majority gates,16
xor gates and xnor gates,10
buffers and inverters,20
and+or+nand+nor,28
other,1
AOI/OAI and AO/OA,38
## how the worst max path moves through the flow
stage / start / slack, ns / depth (start not counted) / end
final: branch_immediate[0] / 1.69 / 9 / jump_address[15]
after CTS: branch_immediate[0] / 1.63 / 9 / jump_address[15]
after global routing: branch_immediate[0] / 1.49 / 9 / jump_address[15]
## stage by stage
step | cells | util (%) | hold slack [ns] | power [mW] | area [µm²]
after floorplan | 127 | - | 2.99 | 0.0570 | 925
after global placement | 202 | 38.4 | 2.92 | 0.112 | 1310
after detailed placement | 202 | 38.4 | 2.92 | 0.112 | 1310
after CTS | 202 | 38.4 | 2.92 | 0.113 | 1310
after global routing | 202 | 38.4 | 2.92 | 0.124 | 1310
final | 202 | 38.4 | 2.92 | 0.110 | 1310
Power is estimated from default activity; no workload was simulated.
