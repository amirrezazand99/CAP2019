==> ./design.v <==
module mux_two(first,second,flag,signal);
	input [15:0] first;
	input [15:0] second;
	input flag;
	output [15:0] signal;
	assign signal = flag ? first : second;
endmodule
==> ./run.sh <==
#!/bin/bash
# OpenROAD 26Q1-2900-gdf79404cd8, Yosys 0.63+post, stock flow scripts
make -C /OpenROAD-flow-scripts/flow DESIGN_CONFIG=/design/flow/config.mk WORK_HOME=/design/flow/orfs finish
==> ./config.mk <==
export PLATFORM = sky130hd
export DESIGN_NAME = mux_two
export DESIGN_NICKNAME = mux_two
export VERILOG_FILES = /design/flow/design.v
export SDC_FILE = /design/flow/constraint.sdc
export NUM_CORES = 4
export LEC_CHECK = 1
export CORE_AREA = 10 10 70 70
export DIE_AREA = 0 0 80 80
==> ./constraint.sdc <==
current_design mux_two

set clk_period 1.0
set clk_io_pct 0.2

create_clock -name clk0 -period $clk_period

set non_clock_inputs [all_inputs -no_clocks]
set_input_delay [expr $clk_period * $clk_io_pct] -clock clk0 $non_clock_inputs
set_output_delay [expr $clk_period * $clk_io_pct] -clock clk0 [all_outputs]
==> flow_summary_export.csv <==
group,metric,value,unit
floorplanning,ios,49,
synthesis,synth_cells,18,
floorplanning,die_width,80,µm
floorplanning,initCoreUtil,7.29,%
placed_design,gp_congestion,0.838,
routing,drt_first_iter_violations,0,
critical_path,path_class,"input pin to primary output",
routing,drtAntennaViolNets,0,
synthesis,synth_area,249,µm²
pwr,p_leak,0.413,nW
routing,wire_per_inst,12.5,µm
routing,drt_pass1_iterations,1,
finish,regArea,0,µm²
timing,min_period,1.05,ns
critical_path,path_cells,"buf_12 > buf_12 > mux2_4 > buf_6",
finish,syn2layout_area_growth,214,%
synthesis,synthDistinctLibCells,4,
critical_path,critPathArrivalTime,0.85,ns
run,cap_violations,0,
placed_design,placed_cells,112,
critical_path,cp-startpoint,"flag",
finish,layout.cells.non_filler,113,
global_routing,grt_pass1_wl,2080,µm
finish,design_area,782,µm²
finish,clkbuf_count,0,
floorplanning,coreArea,3420,µm²
finish,drive_gt1_share,52.2,%
timing,fmax,949,MHz
worst_hold_path,hp-start,"second[5]",
critical_path,cp.depth,4,
critical_path,endpoint_kind,"primary output",
placed_design,pre_cts_ws,-0.841,ns
critical_path,required,0.80,ns
floorplanning,dieHeight,80,µm
critical_path,cp_top_family,"buffers and inverters",
run,warnings,34,
pwr,ir_worst_vdd,0.104,mV
synthesis,synth_stat.cells,18,
timing,worst_slack,-0.0543,ns
timing,relSlewSlack,95.2,%
run_status,violations,"negative setup slack",
placed_design,post-dp-hpwl,1170,µm
floorplanning,num_rows,21,
critical_path,path_common_cell,"buf_12",
critical_path,cp_max_fo,8,
routing,drt-total-wl,1410,µm
placed_design,post_dp_cell_area,786,µm²
timing,final_max_slew_viol_count,0,
synthesis,topCellsByArea,"mux2_4 (60%), mux2_2 (27%), buf_12 (8.0%)",
worst_hold_path,whs_path_depth,3,
synthesis,ys_seq_share,0,%
run_status,status,"finished, violations left",
timing,rsz0062_at_grt,"yes",
critical_path,critical_path_buf_inv_count,3,
timing,setup_viol,16,
floorplanning,dieArea,6400,µm²
timing,tightest_slew,0.0721,ns
critical_path,start_kind,"input pin",
pwr,p_per_area,372,nW/µm²
clock_network,postCtsHoldBufs,0,
routing,antenna_cells,0,
timing,period_used_share,105,%
synthesis,yosys_warnings,0,
timing,hold_viol,0,
routing,drt-vias-per-instance,3.21,
worst_hold_path,hp-class,"input pin to primary output",
synthesis,yosysTopAreaCell,"mux2_4",
timing,whs,0.793,ns
routing,dr_total_vias,363,
global_routing,antenna_found_initial,0,
finish,flops,0,
critical_path,slowest_stage,"mux2_4",
routing,remaining_drc_errors,0,
global_routing,grtUsageTotal,3.99,%
synthesis,synthDominantCellAreaShare,60.3,%
global_routing,overflow,0,
synthesis,syn_avg_cell_area,13.8,µm²
placed_design,io_buffers,49,
global_routing,grt_pass1_vias,422,
global_routing,grt_max_degree,9,
synthesis,synth_chip_area,249,µm²
critical_path,slowest_delay,0.30,ns
==> area by class of cell <==
type	instances	area (µm²)
fill	388	2630
multi-input combinational	16	240
tap	46	57.6
timing repair buffer	51	484
==> final timing paths <==
check    endpoint  slack [ns]
max    signal[11]       -0.05
min     signal[5]        0.79
==> stage by stage <==
stage	utilization (%)	TNS, ns	power, W
final	22.9	-0.782	0.000291
after global routing	22.9	-1.07	0.000314
after CTS	22.2	-0.849	0.000280
after detailed placement	23.0	-13.00	0.000318
after global placement	23.0	-13.06	0.000318
after floorplan	-	0	0.0000893
==> placed cells by master, fill, tap and decap left out, drive strengths merged <==
cell | netlist | final
dlygate4sd2 | 0 | 32
buf | 2 | 19
mux2 | 16 | 16
==> report_power, final <==
| part | internal, W | switching, W | leakage (nW) |
|---|---|---|---|
| clock network | 0 | 0 | 0 |
| logic | 0.000226 | 0.0000645 | 0.413 |
| registers | 0 | 0 | 0 |
| total | 0.000226 | 0.0000645 | 0.413 |
==> cells in the mapped netlist, drive strengths merged <==
master  instances
mux2           16
buf             2
==> logic make-up (layout without fill, tap and decap cells) <==
family | Yosys count | in the layout | share of synthesized area, %
multiplexers | 16 | 16 | 87.4
buffers and inverters | 2 | 51 | 12.6
==> per-layer routing <==
layer  up-vias  track usage, %  wire, µm
met5         -               0         0
met4         0               0         0
met3         0            2.73       278
met2        49            4.41       334
met1       147            6.20       795
li1        167               -         -
==> what timing repair did <==
| action | in CTS | in global routing |
|---|---|---|
| buffers inserted | 0 | 0 |
| gates resized | 101 | 4 |
| cloned | 1 | 0 |
| setup endpoints to repair | 16 | 16 |
Power figures rest on the tool's default switching activity, not on a simulated workload.
